**flow/config.mk**
```make
export PLATFORM = sky130hd
export DESIGN_NAME = binary_clock
export DESIGN_NICKNAME = binary_clock
export VERILOG_FILES = /design/flow/design.v
export SDC_FILE = /design/flow/constraint.sdc
export NUM_CORES = 4
export LEC_CHECK = 1
export CORE_AREA = 10 10 70 70
export DIE_AREA = 0 0 80 80
```
**flow/design.v**
```verilog
module binary_clock(
    input wire clk,
    output reg [3:0] LED
);
reg [3:0] licznik = 0;
always @(posedge clk)
begin
    licznik <= licznik + 1;
    LED <= licznik[0] ? 1 : 0;
    LED[1] <= licznik[1] ? 1 : 0;
    LED[2] <= licznik[2] ? 1 : 0;
    LED[3] <= licznik[3] ? 1 : 0;
end
endmodule
```
**flow/constraint.sdc**
```tcl
current_design binary_clock

set clk_period 1.1
set clk_io_pct 0.2

create_clock -name clk0 -period $clk_period [get_ports {clk}]

set non_clock_inputs [all_inputs -no_clocks]
set_input_delay [expr $clk_period * $clk_io_pct] -clock clk0 $non_clock_inputs
set_output_delay [expr $clk_period * $clk_io_pct] -clock clk0 [all_outputs]
```
**flow/run.sh**
```bash
#!/bin/bash
# OpenROAD 26Q1-2900-gdf79404cd8, Yosys 0.63+post, stock flow scripts
make -C /OpenROAD-flow-scripts/flow DESIGN_CONFIG=/design/flow/config.mk WORK_HOME=/design/flow/orfs finish
```
==> impl_metrics.toml <==
# yosys + openroad results
[sta]
tns_ps = 0
fin_skew_ps = 2.92
fmax_mhz = 1010
final-hold-violation-count = 0
rsz0062_at_grt = "false"
hold_ws_ps = 364
fin_crit_sh_pct = 89.7
setup_viol = 0
finalMaxSlewViolations = 0
tightest_slew_ps = 130
slew_headroom_pct = 91.3
period_needed_ps = 987

[logic_synthesis]
ys_ff = 8
top_cells_by_area = "dfxtp_1, ha_1, xnor2_1"
synthCells = 13
synth_warnings = 1
yosys_area_um2 = 199
yosysTopAreaCell = "dfxtp_1"
synth_area_per_cell_um2 = 15.3
ys_cells = 13
postSynthSeqShare_pct = 80.5
synth_area_um2 = 199
top_cell_area_share_pct = 80.5
yosysUniqueCellTypes = 6

[route]
finalWirelength_um = 274
diodes = 0
vias = 105
first_pass_iters = 4
drtIter0Drc = 9
antenna_left = 0
avgViaCountPerCell = 1.59
drc = 0
wl_per_cell_um = 4.15

[grt]
antenna_found_initial = 0
grt_max_degree = 5
grt_pass1_vias = 104
grtUsageTotal_pct = 1.02
grt_overflow = 0
grt_pass1_wl_um = 483

[place]
post-dp-hpwl_um = 206
place.gp.congestion = 0.692
portBuffers = 4

[floorplan]
num_io_pins = 5
num_rows = 21
die-area_um2 = 6400
die_h_um = 80
die_w_um = 80
coreArea_um2 = 3420
fp-utilization_pct = 5.82

[cts]
clock_path_buffers = 2
cts_tree = "done"
cts-root-buf = "clkbuf_4"
cts_max_level = 1
clock_sinks = 8
clk_pin_slew_ps = 50
clk_latency_ps = 250
cts_hold_buf = 0
cts_made_buffers = 3

[setup_path]
required_ps = 880
crit_type = "flip-flop to primary output"
crit_slowest_cell = "dfxtp_1"
path_cells = "dlygate4sd2_1"
worstPathArrival_ps = 770
end_kind = "primary output"
worstSetupStartpointType = "flip-flop"
critPathBufInv = 1
max_stage_delay_ps = 290
cpLargestDelayFamily = "flip-flops"
cp_max_fo = 1

[min_path]
hold_path.class = "flip-flop to flip-flop"

[outcome]
status = "finished clean"

[layout]
final_core_util_pct = 9.19
areaGrowthSynthToFinish_pct = 57.9
layout-drive-gt1-share_pct = 15.0

[run]
maxCapViolations = 0
warnings = 25

[power_and_ir_drop]
powerDensity_nw_per_um2 = 1610
leakage_nw = 0.133
vdd_drop_max_uv = 259
==> where the power goes <==
group	internal [mW]	leakage (nW)	switching, mW
registers	0.290	0.0644	0
clock network	0.124	0.0138	0.0906
logic	0	0.0548	0
==> routing by layer <==
layer  global-route usage [%]  vias up  wire length (um)
met5                        0        -                 0
met4                    0.352        0                 0
met3                     1.36        0                91
met2                     1.04        9                61
met1                     1.14       41               121
li1                         -       55                 -
==> cells in the final DEF, fill, tap and decap left out, drive strengths merged <==
cell,netlist,final
clkbuf,0,3
dfxtp,8,8
dlygate4sd2,0,4
ha,1,1
inv,1,1
nand3,1,1
xnor2,1,1
xor2,1,1
==> worst paths after layout <==
kind                                 start  slack [ps]  cells past startpoint    endpoint
worst max register to register  licznik[0]         320                      2  licznik[2]
worst max-delay path                LED[0]         110                      1      LED[0]
worst min-delay path            licznik[3]         360                      0      LED[3]
worst min register to register  licznik[3]         360                      0      LED[3]
==> through the flow <==
step / area (um^2) / std cells / worst slack (ps) / power (mW)
global placement: 297 / 63 / 136 / 0.296
CTS: 314 / 66 / 94.2 / 0.517
finish: 314 / 66 / 113 / 0.505
floorplan: 199 / 13 / 349 / 0.296
global route: 314 / 66 / 65.3 / 0.534
detailed placement: 297 / 63 / 133 / 0.296
==> kinds of logic (layout without fill, tap and decap cells) <==
logic type | Yosys count | count (layout) | synth area share [%]
xor+xnor | 2 | 2 | 8.81
buf+inv | 1 | 8 | 1.88
fa+ha+maj | 1 | 1 | 6.29
flops | 8 | 8 | 80.5
simple gates | 1 | 1 | 2.51
==> registers in the layout, summed over array words and instances, names as in the netlist <==
name / cells
LED: 4
licznik: 4
==> synthesized netlist by cell type <==
cell and count:
dfxtp_1 8, nand3_1 1, xnor2_1 1, ha_1 1, xor2_1 1, inv_1 1
==> area by class of cell <==
type / instances / area, um^2
clock buffer: 3 / 22.5
fill: 402 / 3100
inverter: 1 / 3.75
multi-input combinational: 4 / 35.0
sequential: 8 / 160
tap: 46 / 57.6
timing repair buffer: 4 / 35.0
==> repair_timing <==
| action | in CTS | in global routing |
|---|---|---|
| resized | 4 | 0 |
| buffers inserted | 0 | 0 |
| endpoints found under the setup margin | 4 | 0 |
Power is estimated from default activity; no workload was simulated.
